**/design/flow/run.sh**
```bash
#!/bin/bash
# OpenROAD 26Q1-2900-gdf79404cd8, Yosys 0.63+post, stock flow scripts
make -C /OpenROAD-flow-scripts/flow DESIGN_CONFIG=/design/flow/config.mk WORK_HOME=/design/flow/orfs finish
```
**/design/flow/config.mk**
```make
export PLATFORM = sky130hd
export DESIGN_NAME = input_blk
export DESIGN_NICKNAME = input_blk
export VERILOG_FILES = /design/flow/design.v
export SDC_FILE = /design/flow/constraint.sdc
export NUM_CORES = 4
export LEC_CHECK = 1
export CORE_AREA = 10 10 107 107
export DIE_AREA = 0 0 117 117
```
**/design/flow/constraint.sdc**
```tcl
current_design input_blk

set clk_period 3.3
set clk_io_pct 0.2

create_clock -name clk0 -period $clk_period [get_ports {clk}]

set non_clock_inputs [all_inputs -no_clocks]
set_input_delay [expr $clk_period * $clk_io_pct] -clock clk0 $non_clock_inputs
set_output_delay [expr $clk_period * $clk_io_pct] -clock clk0 [all_outputs]
```
**/design/flow/design.v**
```verilog
module uart_rx #(
    parameter BAUD = 10_000,
    parameter CLK_FREQ = 100_000_000  
    )(
    input clk,
    input rst,
    input rx,
    output reg data_valid,
    output reg [7:0] data_out
    );
    parameter CLK_PER_BIT = CLK_FREQ / BAUD;
    reg [15:0] clk_counter = 0;
    parameter s_IDLE = 2'b00;
    parameter s_START = 2'b01;
    parameter s_DATA = 2'b10;
    parameter s_STOP = 2'b11;
    reg [1:0] state = s_IDLE;
    reg [2:0] bit_index = 0;
    always @(posedge clk) begin
        if (rst) begin
            state <= s_IDLE;
            clk_counter <= 0;
            bit_index <= 0;
            data_valid <= 0;
            data_out <= 0;
        end
        case (state)
            s_IDLE: begin
                data_valid <= 0;
                if (~rx) begin
                    clk_counter <= 0;
                    state <= s_START;
                end
            end
            s_START: begin
                if (clk_counter == (CLK_PER_BIT-1)/2) begin  
                    if (rx == 1'b0) begin
                        clk_counter <= 0;
                        state <= s_DATA;
                    end else begin
                        state <= s_IDLE;
                    end
                end else begin
                    clk_counter <= clk_counter + 1;
                end
            end
            s_DATA: begin
                if (clk_counter < CLK_PER_BIT-1) begin  
                    clk_counter <= clk_counter + 1;
                end else begin
                    clk_counter <= 0;
                    data_out[bit_index] <= rx;
                    if (bit_index < 7) begin
                        bit_index <= bit_index + 1;
                    end else begin
                        bit_index <= 0;
                        state <= s_STOP;
                    end
                end
            end
            s_STOP: begin
                if (clk_counter < CLK_PER_BIT-1) begin  
                    clk_counter <= clk_counter + 1;
                end else begin
                    clk_counter <= 0;
                    data_valid <= 1;
                    state <= s_IDLE;
                end
            end
        endcase
    end
endmodule
module uart_tx #(
    parameter BAUD = 10_000,
    parameter CLK_FREQ = 100_000_000  
    )(
    input clk,
    input rst,
    input start,
    input [7:0] data_in,
    output reg tx,
    output reg busy
    );
    parameter  CLK_PER_BIT = CLK_FREQ / BAUD;
    reg [15:0] clk_counter = 0;
    parameter s_IDLE = 2'b00;
    parameter s_START = 2'b01;
    parameter s_DATA = 2'b10;
    parameter s_STOP = 2'b11;
    reg [1:0] state = s_IDLE;
    reg [2:0] bit_index = 0;
    always @(posedge clk) begin
         if (rst) begin
            state <= s_IDLE;
            clk_counter <= 0;
            tx <= 1;
            busy <= 0;
            bit_index = 0;
         end
         case (state)
            s_IDLE: begin
                tx <= 1;
                busy <= 0;
                if (start) begin
                    clk_counter <= 0;
                    state <= s_START;
                    busy <= 1;
                end
            end
            s_START: begin
                tx <= 1'b0;
                if (clk_counter < CLK_PER_BIT-1) begin
                    clk_counter <= clk_counter + 1;
                end else begin
                    clk_counter <= 0;
                    state <= s_DATA;
                end
            end
            s_DATA: begin
                tx <= data_in[bit_index];
                if (clk_counter < CLK_PER_BIT-1) begin
                    clk_counter <= clk_counter + 1;
                end else begin
                    clk_counter <= 0;
                    if (bit_index < 7) begin
                        bit_index <= bit_index + 1;
                    end else begin
                        bit_index <= 0;
                        state <= s_STOP;
                    end
                end
            end
            s_STOP: begin
                tx <= 1'b1;
                if (clk_counter < CLK_PER_BIT-1) begin
                    clk_counter <= clk_counter + 1;
                end else begin
                    clk_counter <= 0;
                    state <= s_IDLE;
                end
            end
         endcase
    end
endmodule
module input_blk #(
        parameter BAUD = 100_000
    ) (
        input logic clk, rst,
        input logic rx,
        output logic [7:0] out
    );
    logic [7:0] uart_out;
    uart_rx #(
        .BAUD(BAUD)
    ) Uart (
        .clk(clk),
        .rst(rst),
        .rx(rx),
        .data_valid(uart_done),
        .data_out(uart_out)
    );
    always_ff @(posedge clk) begin
        if (uart_done) out <= uart_out;
        else out <= '0;
    end
endmodule
```
==> impl_metrics.py <==
# Synthesis and PnR figures
metrics = {
    "run_status": {
        "status": "complete, no violations",
    },
    "setup_path": {
        "cp-end-kind": "flop",
        "critPathMaxStageDelay_ns": 0.40,
        "criticalPathCategory": "reg -> reg",
        "r2r_slack_ns": 1.12,
        "r2r_cells": 7,
        "critical_path_required_ns": 3.46,
        "slowest_stage": "dfxtp_1",
        "timing.rr.end": "Uart.clk_counter[14]$_DFF_P_",
        "cp.arrival_ns": 2.35,
        "path_cells": "inv_1 -> ha_1 -> or2_2 -> a31oi_1 -> o221ai_4 -> a41oi_1 -> a31oi_1",
        "crit_fanout": 27,
        "start_kind": "flop",
        "cpMostUsedCell": "a31oi_1",
        "reg2reg_from": "Uart.state[0]$_DFF_P_",
    },
    "timing": {
        "max_freq_mhz": 458,
        "min_period_ns": 2.18,
        "setup_viol": 0,
        "finClkSkew_ns": 0.00755,
        "setup_tns_ns": 0,
        "fin_crit_sh": 0.661,
        "hold_viol_final": 0,
        "tightest_slew_ns": 0.682,
        "relSlewSlack": 0.545,
        "slew_violations": 0,
        "rsz0062_at_grt": "no",
    },
    "place": {
        "dpl.cell_count": 334,
        "io_buffers": 10,
        "dp_hpwl_um": 2650,
        "place_congestion": 0.837,
    },
    "clock_network": {
        "numCtsBuffers": 5,
        "cts_sinks": 38,
        "insertion_delay_ns": 0.29,
        "clkTransAtPathRegs_ns": 0.08,
        "cts_hold_buf": 0,
        "cts-root-buf": "clkbuf_8",
        "postCtsSetupBuffers": 0,
        "cts_resized": 0,
        "cts_max_path_buffers": 2,
        "htreeDepth": 2,
        "cts_tree": "yes",
    },
    "global_routing": {
        "grt-ovfl-total": 0,
        "track_usage": 0.0584,
        "grt_pass1_wl_um": 6790,
        "grt_max_degree": 28,
        "grt_pass1_vias": 1433,
        "antenna_found_initial": 0,
    },
    "floorplanning": {
        "floorplan.core_util": 0.210,
        "io_pins": 11,
        "row_count": 35,
        "dieWidth_um": 117,
        "dieHeight_um": 117,
        "dieArea_sq_mm": 0.0137,
        "coreArea_sq_mm": 0.00920,
    },
    "route": {
        "first_pass_iters": 4,
        "m1WireLength_um": 1960,
        "drtAntennaViolNets": 0,
        "wl_met3_um": 156,
        "via_count": 1572,
        "avgViaCountPerCell": 4.60,
        "n_antenna_cell": 0,
        "drc": 0,
        "drt_iter0_markers": 83,
        "routed_wl_um": 3750,
        "routed.top_layer": "met4",
        "wire_per_inst_um": 11.0,
        "met2_length_um": 1610,
    },
    "logic_synthesis": {
        "edf_count": 0,
        "synthArstFlopShare": 0,
        "flop_cell": "dfxtp_1",
        "synthCells": 220,
        "yosysWarningCount": 3,
        "ys_types": 48,
        "avgSynthCellArea_sq_um": 8.79,
        "synth-area-yosys_sq_mm": 0.00193,
        "synth_flop_count": 38,
        "ys_cells": 220,
        "syn_area_sq_mm": 0.00193,
        "yosysSeqAreaShare": 0.393,
    },
    "power": {
        "p_leak_nw": 0.856,
        "p_per_area_mw_per_mm2": 645,
        "max-vdd-ir-drop_mv": 0.231,
    },
    "hold_path": {
        "holdCritPathClass": "reg -> reg",
        "hold_path_startpoint": "Uart.data_out[6]$_DFF_P_",
        "min_path_cells": 1,
        "hold_path_end": "out[6]$_SDFF_PN0_",
    },
    "job": {
        "maxCapViolations": 0,
        "tool_warnings": 31,
    },
    "cells_and_area": {
        "stdcell_count": 342,
        "fillers": 956,
        "mostFrequentLayoutCells": "38 x dfxtp_1, 25 x nand2_1, 16 x inv_1, 14 x nor2_1",
        "mostFrequentLayoutCell": "dfxtp_1",
        "final_layout_size_suffix_gt1_frac": 0.0823,
        "syn_to_final_growth_pct": 17.3,
    },
}
## state kept, by name, summed over array words and instances (netlist names)
signal	cells
Uart.state	2
Uart.clk_counter	16
Uart.data_out	8
Uart.data_valid	1
Uart.bit_index	3
out	8
## where the power goes
group	switching, mW	internal [mW]
combinational	0.232	0.158
sequential	0.0871	0.515
clock	0.168	0.303
total	0.487	0.976
## per-stage QoR
step / utilization / worst slack, ns / power, mW / cell area, sq um / hold slack [ns]
after floorplan: - / 1.46 / 0.938 / 1930 / 0.430
after global placement: 0.232 / 0.926 / 0.993 / 2130 / 0.439
after detailed placement: 0.232 / 0.889 / 0.997 / 2130 / 0.441
after CTS: 0.247 / 1.12 / 1.47 / 2270 / 0.459
after global routing: 0.247 / 0.928 / 1.56 / 2270 / 0.480
final: 0.247 / 1.12 / 1.46 / 2270 / 0.455
## per-layer routing
| layer | vias up | track usage |
|---|---|---|
| met5 | - | 0 |
| met4 | 0 | 0.00577 |
| met3 | 4 | 0.0114 |
| met2 | 19 | 0.0900 |
| met1 | 729 | 0.0862 |
| li1 | 820 | - |
## synth_stat cells, types with 2 or more instances
master	count	area share
and2_1	10	0.032
nor2_1	14	0.027
nor3_1	4	0.010
a41o_1	2	0.010
a21oi_1	12	0.031
o21ai_1	8	0.021
nand2_1	25	0.049
a41oi_1	4	0.018
clkbuf_1	2	0.0039
mux2i_1	6	0.031
a31oi_1	12	0.039
buf_4	2	0.0078
inv_1	16	0.031
a32o_1	2	0.010
buf_2	3	0.0078
dfxtp_1	38	0.39
nor3b_1	2	0.0078
and3_1	5	0.016
nand3_1	12	0.031
ha_1	9	0.058
o21ai_0	5	0.013
## area by class of cell
cell class,count,area [sq um],share of cell area
Clock inverter,3,68.8,0.0303
Multi-Input combinational cell,158,1060,0.469
Tap cell,111,139,0.0612
Inverter,16,60.1,0.0265
Sequential cell,38,761,0.335
Timing Repair Buffer,11,108,0.0474
Clock buffer,5,68.8,0.0303
## worst max path at each step
stage     slack, ns                      endpoint  cells after the start             startpoint
6_report       1.12  Uart.clk_counter[14]$_DFF_P_                      7  Uart.state[0]$_DFF_P_
5_1_grt        0.93  Uart.clk_counter[15]$_DFF_P_                      7  Uart.state[0]$_DFF_P_
4_1_cts        1.12  Uart.clk_counter[11]$_DFF_P_                      7  Uart.state[0]$_DFF_P_
## critical path: cells and delay by family, from the launching register on
family          cells  cell delay [ns]
compound gates      4             0.97
flops               1             0.40
simple gates        1             0.30
fa+ha+maj           1             0.27
buf+inv             1             0.10
## kinds of logic after synthesis
group,Yosys count,synth area share
muxes,6,0.0310
buffers and inverters,24,0.0563
xor gates and xnor gates,1,0.00453
and+or+nand+nor,84,0.236
AOI/OAI and AO/OA,58,0.221
adders and majority gates,9,0.0582
DFF,38,0.393
No activity file was given, so power comes from the tool's default toggle rates.
