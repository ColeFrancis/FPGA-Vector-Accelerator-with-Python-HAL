`/design/flow/run.sh`:
```
#!/bin/bash
# OpenROAD 26Q1-2900-gdf79404cd8, Yosys 0.63+post, stock flow scripts
make -C /OpenROAD-flow-scripts/flow DESIGN_CONFIG=/design/flow/config.mk WORK_HOME=/design/flow/orfs finish
```
`/design/flow/config.mk`:
```
export PLATFORM = sky130hd
export DESIGN_NAME = output_blk
export DESIGN_NICKNAME = output_blk
export VERILOG_FILES = /design/flow/design.v
export SDC_FILE = /design/flow/constraint.sdc
export NUM_CORES = 4
export LEC_CHECK = 1
export CORE_UTILIZATION = 50
```
`/design/flow/constraint.sdc`:
```
current_design output_blk

set clk_period 16.5
set clk_io_pct 0.2

create_clock -name clk0 -period $clk_period [get_ports {clk}]

set non_clock_inputs [all_inputs -no_clocks]
set_input_delay [expr $clk_period * $clk_io_pct] -clock clk0 $non_clock_inputs
set_output_delay [expr $clk_period * $clk_io_pct] -clock clk0 [all_outputs]
```
`/design/flow/design.v`:
```
module uart_rx #(
    parameter BAUD = 10_000,
    parameter CLK_FREQ = 100_000_000  
    )(
    input clk,
    input rst,
    input rx,
    output reg data_valid,
    output reg [7:0] data_out
    );
    parameter CLK_PER_BIT = CLK_FREQ / BAUD;
    reg [15:0] clk_counter = 0;
    parameter s_IDLE = 2'b00;
    parameter s_START = 2'b01;
    parameter s_DATA = 2'b10;
    parameter s_STOP = 2'b11;
    reg [1:0] state = s_IDLE;
    reg [2:0] bit_index = 0;
    always @(posedge clk) begin
        if (rst) begin
            state <= s_IDLE;
            clk_counter <= 0;
            bit_index <= 0;
            data_valid <= 0;
            data_out <= 0;
        end
        case (state)
            s_IDLE: begin
                data_valid <= 0;
                if (~rx) begin
                    clk_counter <= 0;
                    state <= s_START;
                end
            end
            s_START: begin
                if (clk_counter == (CLK_PER_BIT-1)/2) begin  
                    if (rx == 1'b0) begin
                        clk_counter <= 0;
                        state <= s_DATA;
                    end else begin
                        state <= s_IDLE;
                    end
                end else begin
                    clk_counter <= clk_counter + 1;
                end
            end
            s_DATA: begin
                if (clk_counter < CLK_PER_BIT-1) begin  
                    clk_counter <= clk_counter + 1;
                end else begin
                    clk_counter <= 0;
                    data_out[bit_index] <= rx;
                    if (bit_index < 7) begin
                        bit_index <= bit_index + 1;
                    end else begin
                        bit_index <= 0;
                        state <= s_STOP;
                    end
                end
            end
            s_STOP: begin
                if (clk_counter < CLK_PER_BIT-1) begin  
                    clk_counter <= clk_counter + 1;
                end else begin
                    clk_counter <= 0;
                    data_valid <= 1;
                    state <= s_IDLE;
                end
            end
        endcase
    end
endmodule
module uart_tx #(
    parameter BAUD = 10_000,
    parameter CLK_FREQ = 100_000_000  
    )(
    input clk,
    input rst,
    input start,
    input [7:0] data_in,
    output reg tx,
    output reg busy
    );
    parameter  CLK_PER_BIT = CLK_FREQ / BAUD;
    reg [15:0] clk_counter = 0;
    parameter s_IDLE = 2'b00;
    parameter s_START = 2'b01;
    parameter s_DATA = 2'b10;
    parameter s_STOP = 2'b11;
    reg [1:0] state = s_IDLE;
    reg [2:0] bit_index = 0;
    always @(posedge clk) begin
         if (rst) begin
            state <= s_IDLE;
            clk_counter <= 0;
            tx <= 1;
            busy <= 0;
            bit_index = 0;
         end
         case (state)
            s_IDLE: begin
                tx <= 1;
                busy <= 0;
                if (start) begin
                    clk_counter <= 0;
                    state <= s_START;
                    busy <= 1;
                end
            end
            s_START: begin
                tx <= 1'b0;
                if (clk_counter < CLK_PER_BIT-1) begin
                    clk_counter <= clk_counter + 1;
                end else begin
                    clk_counter <= 0;
                    state <= s_DATA;
                end
            end
            s_DATA: begin
                tx <= data_in[bit_index];
                if (clk_counter < CLK_PER_BIT-1) begin
                    clk_counter <= clk_counter + 1;
                end else begin
                    clk_counter <= 0;
                    if (bit_index < 7) begin
                        bit_index <= bit_index + 1;
                    end else begin
                        bit_index <= 0;
                        state <= s_STOP;
                    end
                end
            end
            s_STOP: begin
                tx <= 1'b1;
                if (clk_counter < CLK_PER_BIT-1) begin
                    clk_counter <= clk_counter + 1;
                end else begin
                    clk_counter <= 0;
                    state <= s_IDLE;
                end
            end
         endcase
    end
endmodule
module output_blk #(
        parameter FIFO_DEPTH = 64,  
        parameter BAUD = 100_000
    ) (
        input logic clk, rst,
        input logic set,
        input logic [7:0] in,
        output logic tx,
        output logic full
    );
    logic [7:0] uart_in;
    logic uart_busy, uart_send;
    logic [7:0] mem [FIFO_DEPTH-1:0];
    logic [$clog2(FIFO_DEPTH)-1:0] write_ptr = 0;
    logic [$clog2(FIFO_DEPTH)-1:0] read_ptr = 0;
    assign full = ((write_ptr + 1) == read_ptr);
    assign empty = (write_ptr == read_ptr);
    uart_tx #(
        .BAUD(BAUD)
    ) Uart (
        .clk(clk),
        .rst(rst),
        .start(uart_send),
        .data_in(uart_in),
        .tx(tx),
        .busy(uart_busy)
    );
    always_ff @(posedge clk) begin
        if (rst) begin
            write_ptr <= 0;
        end else begin
            if (!full && set) begin
                mem[write_ptr] <= in;
                write_ptr <= write_ptr + 1;
            end
        end
    end
    logic state;
    always_ff @(posedge clk) begin
        if (rst) begin
            state <= 0;
            read_ptr <= 0;
        end else begin
            case (state) 
                0: begin
                    if (!empty && !uart_busy) begin 
                        uart_in <= mem[read_ptr];
                        read_ptr <= read_ptr + 1;
                        state <= 1;
                        uart_send <= 1;
                    end
                end
                1: begin
                    state <= 0;
                    uart_send <= 0;
                end
            endcase
        end
    end
endmodule
```
==> impl_metrics.toml <==
# yosys + openroad results
[setup_path]
crit_path_max_fanout = 45
critPathLaunchType = "register"
slowest_delay_ns = 0.57
worstPathRequired_ns = 13.20
slowest_stage = "buf_4"
arrival_ns = 3.05
path_class = "register to output pin"
rr_startpoint = "read_ptr[3]"
crit_buf_inv = 3
rr_worst_depth = 7
rrSetupSlack_ns = 12.75
r2r_end = "mem[19][5]"
crit_chain = "buf_4 -> xor2_1 -> nor2_1 -> o21a_1 -> o211ai_2 -> inv_2 -> clkdlybuf4s50_1"
cpLargestDelayFamily = "buffers and inverters"
end_kind = "output pin"

[floorplan]
fp.dieW_um = 212
rows = 76
core_mm2 = 0.0434
chip_area_mm2 = 0.0451
initial_core_util = 0.510
io_pins = 13
die_y_um = 212

[route]
drt_iter0_markers = 760
viasPerCell = 6.01
wire_per_inst_um = 28.3
num_vias = 11022
wirelength_um = 51900
antenna_cells = 0
ant_nets = 0
drt_first_pass_iters = 5
route.detailed.drc = 0

[synth]
top_area_cell = "edfxtp_1"
async_reset_ff_frac = 0
synth-edff-count = 522
ys_warn_count = 3
ys_ff = 557
ys_top_cells_by_area = "edfxtp_1 71%, mux4_2 12%, dfxtp_1 3.2%"
post_synth.cell_area_avg_um2 = 18.9
postSynthSeqShare = 0.740
netlist_area_mm2 = 0.0221
top_cell_area_share = 0.708
ys_types = 61
ff_type = "edfxtp_1"
yosys_cells = 1171
synthCells = 1171
ys_area_mm2 = 0.0221

[placed_design]
port_buffers = 12
place_ws_ns = 9.87
gp_congestion = 0.912
hpwl_um = 31400
place_area_mm2 = 0.0228

[power_and_ir_drop]
netSwitchingFraction = 0.236
p_leak_uw = 0.00753
clkPwrFrac = 0.406
p_seq_frac = 0.478
comb_power_share = 0.115
p_total_uw = 3360
p_sw_uw = 793
powerDensity_mw_per_mm2 = 136
p_int_uw = 2570
ir_drop_v = 0.0000846

[clocking]
ctsResizeCount = 0
clk_latency_ns = 0.62
cts_tree = "yes"
cts_buffer_depth = 3
htree_levels = 2
holdBufCountCts = 0
cts-root-buf = "clkbuf_16"
cts_sinks = 557
post_cts_buffers = 0
clk_pin_slew_ns = 0.06
cts_buffers = 56

[hold_path]
holdPathEnd = "Uart.clk_counter[14]"
hp-start = "Uart.clk_counter[14]"
whs_path_depth = 1
hold_class = "register to register"

[sta]
slew_violations = 0
setup-violations-final = 0
fmax_ghz = 0.157
rsz0062_at_grt = "false"
tightest_slew_ns = 0.861
final.setup_skew_ns = 0.0280
final_hold_viol_count = 0
maxSlewHeadroom = 0.411
period_needed_ns = 6.35
finalWorstSetupSlack_ns = 10.15
setup_tns_ns = 0
finalCritPeriodShare = 0.385

[run]
warnings = 28
drv_cap = 0

[run_status]
status = "completed"

[grt]
grt_max_degree = 68
grt_pass1_vias = 12080
grt_usage = 0.271
overflow = 0
antenna_found_initial = 0
grt_pass1_wl_um = 77600

[final_layout]
drive_gt1_frac = 0.207
syn2layout_area_growth_pct = 12.0
final_area_mm2 = 0.0248
[worst max path at each step]
stage | startpoint | endpoint | slack [ns] | cells after the start
after CTS | read_ptr[3] | full | 10.14 | 7
after global routing | read_ptr[3] | full | 10.00 | 7
final | read_ptr[3] | full | 10.15 | 7
[stage by stage]
step / util / instances / hold slack, ns
6_report: 0.571 / 1834 / 0.463
5_1_grt: 0.571 / 1834 / 0.477
4_1_cts: 0.571 / 1834 / 0.465
3_5_place_dp: 0.525 / 1728 / 0.447
3_3_place_gp: 0.525 / 1728 / 0.443
2_1_floorplan: - / 1171 / 0.430
[area by class of cell]
class	instances	area, um^2
Timing Repair Buffer	32	243
Sequential cell	557	16400
Inverter	13	48.8
Multi-Input combinational cell	541	5360
Fill cell	3200	18600
Clock inverter	43	554
Tap cell	585	732
Clock buffer	63	1450
[cells by family after synthesis]
kind of cell / share of synthesized area
AND/OR/NAND/NOR: 0.0449
adder cells (fa/ha/maj): 0.00452
flip-flops: 0.740
AND-OR/OR-AND: 0.0360
buffers and inverters: 0.0178
XOR/XNOR: 0.00633
multiplexers: 0.150
[power groups by stage]
stage     logic, uW  clock network (uW)  registers [uW]
5_1_grt         421                1440            1610
6_report        387                1370            1610
4_1_cts         393                1390            1610
[cell usage in the layout (no fill, tap or decap), drive strengths merged, types with 5 or more instances in the layout]
cell      count
edfxtp      522
mux4        117
nor2        104
clkbuf       63
mux2i        59
o21ai        37
dfxtp        35
nand2        29
buf          28
nand3        23
a21oi        21
clkinv       21
inv          18
and2         12
bufinv       12
nor2b        11
xor2         10
mux2          9
and3          8
ha            8
a211oi        7
xnor2         6
o221ai        6
o22ai         6
a221oi        6
clkinvlp      5
o211ai        5
[synthesized netlist by cell type (12+ instances only)]
library cell / n
nand2_1: 29
inv_1: 12
buf_2: 21
edfxtp_1: 522
nand3_1: 23
mux2i_1: 59
and2_1: 12
o21ai_0: 33
clkbuf_1: 17
nor2_1: 104
a21oi_1: 21
mux4_2: 117
dfxtp_1: 35
[registers in the layout, summed over array words and instances, names as in the netlist]
| name | flops |
|---|---|
| Uart.bit_index | 3 |
| Uart.busy | 1 |
| Uart.clk_counter | 16 |
| Uart.state | 2 |
| Uart.tx | 1 |
| mem | 512 |
| read_ptr | 6 |
| state | 1 |
| uart_in | 8 |
| uart_send | 1 |
| write_ptr | 6 |
[per-layer routing]
metal	track usage	wire, um	share of wire
met1	0.387	18400	0.35
met3	0.188	7960	0.15
met5	0.0100	58	0.0011
met4	0.0506	1180	0.023
met2	0.380	24300	0.47
